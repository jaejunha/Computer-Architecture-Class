### flow/run.sh
#!/bin/bash
# OpenROAD 26Q1-2900-gdf79404cd8, Yosys 0.63+post, stock flow scripts
make -C /OpenROAD-flow-scripts/flow DESIGN_CONFIG=/design/flow/config.mk WORK_HOME=/design/flow/orfs finish
### flow/config.mk
export PLATFORM = sky130hd
export DESIGN_NAME = Register
export DESIGN_NICKNAME = Register
export VERILOG_FILES = /design/flow/design.v
export SDC_FILE = /design/flow/constraint.sdc
export NUM_CORES = 4
export LEC_CHECK = 1
export CORE_UTILIZATION = 30
### flow/constraint.sdc
current_design Register

set clk_period 4.0
set clk_io_pct 0.2

create_clock -name clk0 -period $clk_period [get_ports {clk}]

set non_clock_inputs [all_inputs -no_clocks]
set_input_delay [expr $clk_period * $clk_io_pct] -clock clk0 $non_clock_inputs
set_output_delay [expr $clk_period * $clk_io_pct] -clock clk0 [all_outputs]
### flow/design.v
module Register(clk, PVSWriteEn, readReg1, readReg2, readData1, readData2, RegWrite, writeReg, writeData);
	input clk;
	input PVSWriteEn;
	input [1:0] readReg1, readReg2, writeReg;
	input RegWrite;
	input [16 - 1:0] writeData;
	output reg [16 - 1:0] readData1, readData2;
	reg [16 - 1:0] register[0:4 - 1];
	always @(*) begin
		readData1 <= register[readReg1];
		readData2 <= register[readReg2];
	end
	always @(posedge clk) begin
		if(PVSWriteEn == 1 && RegWrite == 1)
			register[writeReg] <= writeData;
	end
endmodule
==> impl_metrics.ini <==
; flow metrics
[final_timing]
max_freq_ghz = 0.2916
slew_headroom_pct = 37.97
slew_viol_final = 0
fin_ws_ns = 0.5708
rsz0062_at_grt = no
whs_ns = 1.096
setup_violations = 0
period_needed_ns = 3.429
final_hold_viol_count = 0
setup_tns_ns = 0
finalCritPeriodShare_pct = 85.73
tightest_slew_ns = 0.9304

[placement]
pre_cts_slack_ns = 0.5352
place_congestion = 0.7333
portBuffers = 56
place_area_sq_mm = 0.003490

[synthesis]
synth_cell_type_count = 9
largest_area_cell = edfxtp_1
ys_top_cells_by_area = edfxtp_1, mux4_2, mux4_1, buf_12, buf_6
yosys_cells = 108
yosys_area_sq_mm = 0.002809
netlist_area_sq_mm = 0.002809
postSynthCellCount = 108
yosysWarnings = 1
ys_seq_share_pct = 68.42
avgSynthCellArea_sq_um = 26.01
top_area_share_pct = 68.42
ys_ff = 64

[routing]
drt-total-wl_mm = 5.425
drtIter0Drc = 32
drt_pass1_iterations = 4
antenna_left = 0
viasPerCell = 5.056
vias = 1446
antenna_cells_inserted = 0
wl_per_cell_um = 18.97
drc_errors = 0

[cts]
root_buffer = clkbuf_8
cts_tree = yes
cts_max_level = 3
numCtsBuffers = 9
cts_resized = 0
post_cts_buffers = 0
clk_pin_slew_ns = 0.06
cts_hold_buffers = 0
clockBufferDepth = 2
cts_sinks = 64

[global_route]
grt_start_max_net_pins = 17
overflow = 0
grt_pass1_vias = 1600
grt_usage_pct = 12.35
antenna_found_initial = 0
grt_pass1_wl_mm = 8.376

[outcome]
run_status = finished, final reports clean

[worst_setup_path]
start_kind = input pin
crit_path_cell_trace = clkdlybuf4s50_1 -> buf_4 -> mux4_1 -> clkdlybuf4s50_1
startpoint = readReg1[0]
cp.required_ns = 3.20
worstPathMaxFanout = 16
path_buffers = 3
slowest_stage = mux4_1
cpLargestDelayFamily = buffers and inverters
arrival_ns = 2.63
worstSetupPathType = input pin to output pin
worstSetupEndpointType = output pin
slowest_delay_ns = 0.63
crit_path_frequent_cell = clkdlybuf4s50_1

[finish]
largest_reg_flops = 64
max_flop_register = register
syn_to_final_growth_pct = 29.67
fill_cells = 763
drive_above_1_share_pct = 22.47
largestRegisters = register: 64 flops
finish.instance_area_sq_mm = 0.003642

[power]
swShare_pct = 20.26
netSwitchingPower_uw = 274.6
comb_power_share_pct = 11.3
pwr-share-seq_pct = 56.8
cellPowerDensity_mw_per_mm2 = 372.2
leakage_nw = 1.194
irDropWorstVdd_uv = 135.3
p_clk_share_pct = 32.0
p_int_mw = 1.081

[floorplan]
coreArea_sq_mm = 0.008891
chipArea_sq_mm = 0.009755
fp.dieW_um = 98.77
initCoreUtil_pct = 31.59
io_pins = 57
rows = 34
die_y_um = 98.77

[run]
cap_viol_max_count = 0
warnings = 25

[hold_path]
hold_depth = 1
hold_start = writeData[1]
min_path_type = input pin to register
whs_endpoint = register[1][1]
[cells in the mapped netlist]
cell,count
and4_1,1
mux4_2,20
and4b_1,2
buf_12,2
buf_6,2
buf_2,4
edfxtp_1,64
nor4bb_1,1
mux4_1,12
[logic make-up (layout without fill, tap and decap cells)]
| kind of cell | count (synthesis) | count (layout) | synth area share, % |
|---|---|---|---|
| simple gates | 4 | 4 | 1.381 |
| buf+inv | 8 | 78 | 2.940 |
| mux | 32 | 32 | 27.26 |
| flops | 64 | 64 | 68.42 |
[cell usage in the layout (no fill, tap or decap)]
cell type | synthesis | layout
edfxtp_1 | 64 | 64
clkdlybuf4s50_1 | 0 | 56
mux4_2 | 20 | 20
mux4_1 | 12 | 12
clkbuf_8 | 0 | 9
buf_4 | 0 | 7
and4b_1 | 2 | 2
clkinv_1 | 0 | 2
clkinv_2 | 0 | 2
nor4bb_4 | 0 | 1
and4_1 | 1 | 1
clkinvlp_4 | 0 | 1
clkbuf_1 | 0 | 1
[power by group through the flow]
stage     clock (mW)  sequential, mW  combinational, mW
5_1_grt        0.479           0.771              0.164
4_1_cts        0.447           0.769              0.156
6_report       0.433           0.770              0.153
[area by class of cell]
| type | instances | area, sq um | area share (%) |
|---|---|---|---|
| flip-flops and latches | 64 | 1922 | 52.77 |
| multi-input cells | 36 | 819.5 | 22.50 |
| repair buffers | 63 | 613.1 | 16.83 |
| well taps | 108 | 135.1 | 3.710 |
| clock buffers | 10 | 127.6 | 3.504 |
| clock inverters | 5 | 25.02 | 0.6870 |
[per-layer routing]
| metal | global-route usage [%] | wire length, um | vias up |
|---|---|---|---|
| li1 | - | - | 633 |
| met1 | 13.25 | 1798 | 726 |
| met2 | 21.36 | 2954 | 82 |
| met3 | 8.009 | 603 | 5 |
| met4 | 1.148 | 69 | 0 |
| met5 | 0 | 0 | - |
[per-stage QoR]
stage	instances	utilization (%)	power, mW
global placement	271	39.25	0.9346
finish	286	40.97	1.356
global route	286	40.97	1.414
detailed placement	271	39.25	0.9397
floorplan	108	-	0.8433
CTS	286	40.97	1.373
[worst max-delay path by stage]
stage     slack (ns)  depth (start not counted)            to
6_report        0.57                          4  readData1[3]
5_1_grt         0.49                          4  readData2[4]
4_1_cts         0.54                          4  readData2[3]
Power figures rest on the tool's default switching activity, not on a simulated workload.
